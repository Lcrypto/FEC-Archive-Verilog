`run.sh`:
```
#!/bin/bash
# OpenROAD 26Q1-2900-gdf79404cd8, Yosys 0.63+post, stock flow scripts
make -C /OpenROAD-flow-scripts/flow DESIGN_CONFIG=/design/flow/config.mk WORK_HOME=/design/flow/orfs finish
```
`design.v`:
```
module codec_map_dec_extr_ram
#(
  parameter int pDATA_W = 32 ,
  parameter int pADDR_W =  8 ,
  parameter bit pWPIPE  =  0 ,   
  parameter bit pRAPIPE =  0 ,   
  parameter bit pRDPIPE =  0     
)
(
  iclk    ,
  ireset  ,
  iclkena ,
  iwrite  ,
  iwaddr0 ,
  iwdata0 ,
  iwaddr1 ,
  iwdata1 ,
  iread   ,
  iraddr0 ,
  ordata0 ,
  iraddr1 ,
  ordata1
);
  input  logic                 iclk     ;
  input  logic                 ireset   ;
  input  logic                 iclkena  ;
  input  logic                 iwrite   ;
  input  logic [pADDR_W-1 : 0] iwaddr0  ;
  input  logic [pDATA_W-1 : 0] iwdata0  ;
  input  logic [pADDR_W-1 : 0] iwaddr1  ;
  input  logic [pDATA_W-1 : 0] iwdata1  ;
  input  logic                 iread    ;
  input  logic [pADDR_W-1 : 0] iraddr0  ;
  output logic [pDATA_W-1 : 0] ordata0  ;
  input  logic [pADDR_W-1 : 0] iraddr1  ;
  output logic [pDATA_W-1 : 0] ordata1  ;
  localparam int cADDR_W  = pADDR_W - 1;
  logic [pDATA_W-1 : 0] ram0 [0 : 2**cADDR_W-1]  ;
  logic [pDATA_W-1 : 0] ram1 [0 : 2**cADDR_W-1]  ;
  logic                 write;
  logic                 wsel;
  logic [pDATA_W-1 : 0] wdata0;
  logic [pDATA_W-1 : 0] wdata1;
  logic [pDATA_W-1 : 0] rdata0;
  logic [pDATA_W-1 : 0] rdata1;
  logic                 rsel;
  logic [cADDR_W-1 : 0] waddr0;
  logic [cADDR_W-1 : 0] waddr1;
  logic [cADDR_W-1 : 0] raddr0;
  logic [cADDR_W-1 : 0] raddr1;
  assign wsel = iwaddr0[0];
  generate
    if (pWPIPE) begin
      always_ff @(posedge iclk) begin
        if (iclkena) begin
          write  <= iwrite;
          waddr0 <= wsel ? iwaddr0[pADDR_W-1 : 1] : iwaddr1[pADDR_W-1 : 1];
          wdata0 <= wsel ? iwdata0                : iwdata1;
          waddr1 <= wsel ? iwaddr1[pADDR_W-1 : 1] : iwaddr0[pADDR_W-1 : 1];
          wdata1 <= wsel ? iwdata1                : iwdata0;
        end
      end
    end
    else begin
      assign write  = iwrite;
      assign waddr0 = wsel ? iwaddr0[pADDR_W-1 : 1] : iwaddr1[pADDR_W-1 : 1];
      assign wdata0 = wsel ? iwdata0                : iwdata1;
      assign waddr1 = wsel ? iwaddr1[pADDR_W-1 : 1] : iwaddr0[pADDR_W-1 : 1];
      assign wdata1 = wsel ? iwdata1                : iwdata0;
    end
  endgenerate
  always_ff @(posedge iclk) begin
    if (iclkena) begin
      if (write) begin
        ram0[waddr0] <= wdata0;
        ram1[waddr1] <= wdata1;
      end
    end
  end
  generate
    if (pRAPIPE) begin
      always_ff @(posedge iclk) begin
        if (iclkena) begin
          rsel   <= iraddr0[0];
          raddr0 <= iraddr0[0] ? iraddr0[pADDR_W-1 : 1] : iraddr1[pADDR_W-1 : 1];
          raddr1 <= iraddr0[0] ? iraddr1[pADDR_W-1 : 1] : iraddr0[pADDR_W-1 : 1];
        end
      end
    end
    else begin
      assign rsel   = iraddr0[0];
      assign raddr0 = iraddr0[0] ? iraddr0[pADDR_W-1 : 1] : iraddr1[pADDR_W-1 : 1];
      assign raddr1 = iraddr0[0] ? iraddr1[pADDR_W-1 : 1] : iraddr0[pADDR_W-1 : 1];
    end
  endgenerate
  logic rsel_out;
  always_ff @(posedge iclk) begin
    if (iclkena) begin
      rsel_out  <= rsel;
      rdata0    <= ram0[raddr0];
      rdata1    <= ram1[raddr1];
    end
  end
  generate
    if (pRDPIPE) begin
      always_ff @(posedge iclk) begin
        if (iclkena) begin
          ordata0 <= rsel_out ? rdata0 : rdata1;
          ordata1 <= rsel_out ? rdata1 : rdata0;
        end
      end
    end
    else begin
      assign ordata0 = rsel_out ? rdata0 : rdata1;
      assign ordata1 = rsel_out ? rdata1 : rdata0;
    end
  endgenerate
endmodule
```
`constraint.sdc`:
```
current_design codec_map_dec_extr_ram

set clk_period 116.8
set clk_io_pct 0.2

create_clock -name clk0 -period $clk_period [get_ports {iclk}]

set non_clock_inputs [all_inputs -no_clocks]
set_input_delay [expr $clk_period * $clk_io_pct] -clock clk0 $non_clock_inputs
set_output_delay [expr $clk_period * $clk_io_pct] -clock clk0 [all_outputs]
```
`config.mk`:
```
export PLATFORM = sky130hd
export DESIGN_NAME = codec_map_dec_extr_ram
export DESIGN_NICKNAME = codec_map_dec_extr_ram
export VERILOG_FILES = /design/flow/design.v
export SDC_FILE = /design/flow/constraint.sdc
export NUM_CORES = 4
export LEC_CHECK = 1
export CORE_UTILIZATION = 50
export SYNTH_MEMORY_MAX_BITS = 65536
```
==> impl_metrics.json <==
{
  "status": "complete, but fails checks",
  "violations": "antenna rules",
  "dr.pass1.iters": 8,
  "gr-usage-all-layers_pct": 36.3,
  "layout_top_cells": "edfxtp_1 (8257), nand2_1 (4160), mux2i_1 (1776), nand3_1 (1769), buf_4 (1108)",
  "via_count": 195000,
  "root_buffer": "clkbuf_16",
  "clkPwrFrac_pct": 39.2,
  "wl_per_cell_um": 33.7,
  "htree_levels": 6,
  "setup_tns_ns": 0,
  "async_flop_share_pct": 0,
  "switching_share_pct": 24.1,
  "holdBufCountCts": 0,
  "fa_ha_area_share_pct": 0,
  "synth_simple_gate_area_share_pct": 8.89,
  "fin_crit_sh_pct": 25.5,
  "ir_drop_v": 0.0000183,
  "die_h_um": 810,
  "slew_headroom_pct": 16.2,
  "grt_use_met1_pct": 43.9,
  "grt-ovfl-total": 0,
  "core_util_floorplan_pct": 50.2,
  "yosys-stat-area_um2": 326000,
  "leakagePower_nw": 124,
  "arrival_ns": 30.74,
  "total_power_w": 0.00638,
  "drt-initial-drc-count": 13800,
  "edf_count": 8257,
  "place_hpwl_um": 631000,
  "mux_share_pct": 7.18,
  "finalHoldViolCount": 0,
  "power.share.combinational_pct": 9.0,
  "drt_wl_total_um": 1070000,
  "cts_resized": 0,
  "gp_congestion": 0.961,
  "port_buffers": 160,
  "ys.flops": 8257,
  "xor_share_pct": 0,
  "grt_max_degree": 110,
  "ys_seq_share_pct": 76.0,
  "ant_nets": 1,
  "cp_cell_sequence": "clkdlybuf4s50_1 -> mux2i_4 -> buf_4 -> buf_4 -> buf_4 -> buf_4 -> buf_4 -> buf_4 -> nand2_1 -> a21oi_1 -> a2111oi_0 -> buf_4 -> nor4_1 -> nand4_1 -> nor3_1 -> buf_4",
  "cts_setup_buffers": 0,
  "cts_tree": "done",
  "synthDistinctLibCells": 76,
  "path_max_fanout": 45,
  "power.density_nw_per_um2": 17.3,
  "worst_path_max_delay_cell": "nor3_1",
  "maxCapViolCount": 0,
  "ys_cells": 21500,
  "antenna_found_initial": 107,
  "p_switching_w": 0.00154,
  "synth.avg_cell_area_um2": 15.2,
  "rows": 296,
  "worstSetupPathType": "input pin to register",
  "period_minus_slack_ns": 29.73,
  "cts.sinks": 8257,
  "insertion_delay_ns": 1.21,
  "slew_viol_final": 0,
  "finClkSkew_ns": 0.0592,
  "path_delay_family": "buffers and inverters",
  "flop_cell": "edfxtp_1",
  "sequentialPowerShare_pct": 51.8,
  "layout-drive-gt1-share_pct": 12.6,
  "core_um2": 650000,
  "start_kind": "input pin",
  "dieWidth_um": 810,
  "groute.layer.met3.usage_pct": 36.7,
  "path_clk_slew_ns": 0.06,
  "openroad.warnings": 79,
  "post-route-drc-count": 0,
  "setup_violations": 0,
  "synth.comb.largest_family": "simple AND/OR/NAND/NOR gates",
  "rsz0062_at_grt": "no",
  "clockBufferDepth": 4,
  "yosys_warnings": 1,
  "fmax_mhz": 33.6,
  "chipArea_um2": 656000,
  "combGateArea_um2": 74600,
  "num-fill-cells": 48700,
  "endpoint_kind": "register",
  "grt_busiest_layer": "met2",
  "layout_top_cell": "edfxtp_1",
  "path_buffers": 9,
  "tightest_slew_ns": 1.25,
  "post_drt_via_cell_ratio": 6.17,
  "syn_to_final_growth_pct": 13.1,
  "syn_area_um2": 326000,
  "grt_first_pass_wirelength_um": 1490000,
  "boundaryPins": 165,
  "hold_path_class": "register to register",
  "grt_pass1_vias": 200000,
  "regArea_um2": 248000,
  "p_int_w": 0.00484,
  "critical_path.max_stage_delay_ns": 0.79,
  "syn_inst": 21500,
  "grt_use_met2_pct": 44.6,
  "critical_path.most_common_cell": "buf_4",
  "required_ns": 117.82,
  "yosys.area_share.aoi_pct": 5.82,
  "cts_buffers": 819
}
## power by group through the flow
stage	sequential (W)	combinational (W)	clock (W)
4_1_cts	0.00330	0.000562	0.00252
5_1_grt	0.00330	0.000609	0.00263
6_report	0.00330	0.000577	0.00250
## registers in the layout, summed over array words and instances (netlist names)
signal	flops
ram0	4096
ram1	4096
rdata0	32
rdata1	32
rsel_out	1
## stage by stage
stage / instances / utilization, % / instance area, um2 / setup WS (ns) / hold slack [ns]
2_1_floorplan: 21500 / - / 326000 / 90.07 / 0.769
3_3_place_gp: 30000 / 52.9 / 344000 / 85.98 / 1.01
3_5_place_dp: 30000 / 52.9 / 344000 / 85.98 / 1.03
4_1_cts: 31500 / 56.8 / 369000 / 87.21 / 1.05
5_1_grt: 31600 / 56.8 / 369000 / 86.79 / 1.08
6_report: 31600 / 56.8 / 369000 / 87.07 / 1.05
## path summary, 6_finish.rpt
check / slack [ns] / cells past startpoint / start / endpoint
hold reg to reg: 1.05 / 4 / ram1[34][22]$_DFFE_PP_ / rdata1[22]$_DFFE_PP_
hold / removal: 1.05 / 4 / ram1[34][22]$_DFFE_PP_ / rdata1[22]$_DFFE_PP_
setup reg to reg: 112.87 / 6 / ram1[38][14]$_DFFE_PP_ / rdata1[14]$_DFFE_PP_
setup / recovery: 87.07 / 16 / iraddr0[1] / rdata0[11]$_DFFE_PP_
## routing by layer
metal / vias to the layer above / share of wire (%)
li1: 84500 / -
met1: 94700 / 30
met2: 13900 / 41
met3: 2091 / 24
met4: 148 / 4.3
met5: - / 0.83
## tightest hold or removal path, delay by kind of cell (launching register included)
family	cells	cell delay [ns]
AOI/OAI and AO/OA	3	0.43
DFF	1	0.35
and+or+nand+nor	1	0.06
## kinds of logic (layout without fill, tap and decap cells)
kind of cell | count (synthesis) | after routing
compound gates | 2887 | 2887
mux | 2103 | 2103
other cells | 0 | 147
simple gates | 6832 | 6832
flops | 8257 | 8257
buf+inv | 1378 | 2777
## final cells by class
| class | instances | area share [%] |
|---|---|---|
| Clock inverter | 405 | 0.863 |
| Multi-Input combinational cell | 11800 | 20.2 |
| Clock buffer | 1072 | 5.91 |
| Inverter | 4 | 0.00407 |
| Tap cell | 8642 | 2.93 |
| Timing Repair Buffer | 1296 | 2.84 |
| Sequential cell | 8257 | 67.1 |
| Antenna cell | 147 | 0.0996 |
## cell usage after synthesis, types with 4 or more instances
library cell  number  area, um2
a31oi_1          155        970
o211ai_1          36        270
buf_4            113        848
buf_6             89       1000
o21ai_0          259       1300
or3b_2             4       35.0
mux4_2           174       3920
a32oi_1           15        131
a41oi_1           22        193
buf_2            450       2250
o22ai_1          173       1080
nor2_1           331       1240
nand2b_1          11       68.8
clkbuf_1         502       1880
and3_1            25        156
a2111oi_0         59        517
or3_1              6       37.5
o31ai_1           57        428
o32ai_1            6       52.6
mux2_2           142       1600
buf_8             13        195
a21oi_1         1107       5540
edfxtp_1        8257     248000
nand2_1         4169      15600
o21a_1             5       37.5
nor3b_1            4       30.0
buf_1            204        766
nand3_1         1773       8870
o221a_2            4       45.0
nor4b_1            4       35.0
o211a_1            8       80.1
o221ai_1         724       6340
nand3b_1           6       45.0
a311oi_1          23        201
a22oi_1            8       60.1
nor4_1           103        644
nor3_1           277       1390
a211o_1            8       70.1
a211oi_1         179       1340
nor3_2             7       70.1
o2111ai_1         17        149
nand4_1           83        519
or4_1              8       60.1
and2_1             7       43.8
mux2i_1         1782      17800
Power figures rest on the tool's default switching activity, not on a simulated workload.
