## config.mk

```make
export PLATFORM = sky130hd
export DESIGN_NAME = codec_map_dec_mm
export DESIGN_NICKNAME = codec_map_dec_mm
export VERILOG_FILES = /design/flow/design.v
export SDC_FILE = /design/flow/constraint.sdc
export NUM_CORES = 4
export LEC_CHECK = 1
export CORE_UTILIZATION = 50
export SYNTH_MEMORY_MAX_BITS = 65536
```

## constraint.sdc

```tcl
current_design codec_map_dec_mm

set clk_period 172.5
set clk_io_pct 0.2

create_clock -name clk0 -period $clk_period [get_ports {iclk}]

set non_clock_inputs [all_inputs -no_clocks]
set_input_delay [expr $clk_period * $clk_io_pct] -clock clk0 $non_clock_inputs
set_output_delay [expr $clk_period * $clk_io_pct] -clock clk0 [all_outputs]
```

## design.v

```verilog
module codec_map_dec_mm
#(
  parameter int pDATA_W  = 32 ,
  parameter int pADDR_W  =  8
)
(
  iclk    ,
  ireset  ,
  iclkena ,
  iwrite  ,
  iwdata  ,
  iread   ,
  ordata
);
  input  logic                 iclk     ;
  input  logic                 ireset   ;
  input  logic                 iclkena  ;
  input  logic                 iwrite   ;
  input  logic [pDATA_W-1 : 0] iwdata   ;
  input  logic                 iread    ;
  output logic [pDATA_W-1 : 0] ordata   ;
  logic [pADDR_W-1 : 0] addr;
  logic [pADDR_W-1 : 0] ram_addr;
  always_comb begin
    ram_addr = addr;
    if (iwrite | iread)
      ram_addr = iwrite ? (addr + 1'b1) : (addr - 1'b1);
  end
  always_ff @(posedge iclk or posedge ireset) begin
    if (ireset)
      addr <= '0;
    else if (iclkena)
      addr <= ram_addr;
  end
  logic [pDATA_W-1 : 0] ram [0 : 2**pADDR_W-1] ;
  logic [pADDR_W-1 : 0] raddr;
  always_ff @(posedge iclk) begin
    if (iclkena) begin
      if (iwrite)
        ram[ram_addr] <= iwdata;
      raddr <= ram_addr;
    end
  end
  assign ordata = ram[raddr];
endmodule
// synthesis translate_off
module tb_mm ;
  parameter int pDATA_W  = 32 ;
  parameter int pADDR_W  =  8 ;
  logic                 iclk     ;
  logic                 ireset   ;
  logic                 iclkena  ;
  logic                 iwrite   ;
  logic [pDATA_W-1 : 0] iwdata   ;
  logic                 iread    ;
  logic [pDATA_W-1 : 0] ordata   ;
  codec_map_dec_mm
  #(
    .pDATA_W ( pDATA_W ) ,
    .pADDR_W ( pADDR_W )
  )
  codec_map_dec_mm
  (
    .*
  );
  initial begin
    iclk <= 1'b0;
    #5ns forever #5ns iclk = ~iclk;
  end
  initial begin
    ireset = 1'b1;
    repeat (2) @(negedge iclk);
    ireset = 1'b0;
  end
  assign iclkena  = 1'b1;
  initial begin
    iwrite <= 1'b0;
    iread  <= 1'b0;
    iwdata <= '0;
    @(posedge iclk iff ireset == 1'b0);
    for (int i = 0; i < 16; i++) begin
      if (i < 8) begin
        iwrite <= 1'b1;
        iwdata <= i + 10;
      end
      if (i >= 8)
        iread <= 1'b1;
      @(posedge iclk);
      iwrite <= 1'b0;
      iread <= 1'b0;
    end
    repeat (3) @(posedge iclk);
  end
endmodule
// synthesis translate_on
```

## run.sh

```bash
#!/bin/bash
# OpenROAD 26Q1-2900-gdf79404cd8, Yosys 0.63+post, stock flow scripts
make -C /OpenROAD-flow-scripts/flow DESIGN_CONFIG=/design/flow/config.mk WORK_HOME=/design/flow/orfs finish
```

==> PnR_summary.wiki <==
== Metrics ==
{| class="wikitable"
! Metric !! Value
|-
| Path type of the worst min-delay path || register to register
|-
| Crit Path Max Fanout || 38
|-
| FILL cells || 43.8k
|-
| Critical path data arrival time || about 9500 ps
|-
| CTS tree || yes
|-
| Crit share post-route || roughly 26%
|-
| Worst IR Drop VDD || 17.0 uV
|-
| Dominant Register Cell || sky130_fd_sc_hd__edfxtp_1
|-
| Seq cells post-synth || 8216
|-
| Area leader, netlist || sky130_fd_sc_hd__edfxtp_1
|-
| Slowest stage cell on the critical path || sky130_fd_sc_hd__a2111oi_2
|-
| Clock-pin transition on the worst setup and hold timing paths || roughly 60 ps
|-
| Late-Pin Clk Latency || 1200 ps
|-
| TritonRoute pass-1 iters || 6
|-
| Maximum clock frequency || about 23 MHz
|-
| Starting DRT DRC Count || 10.1k
|-
| Number of cells in the yosys synthesis report || between 10k and 15k
|-
| CP startpoint kind || register
|-
| Layout cells sized above 1 || 25.6%
|-
| Power per cell area || about 15 nW/um^2
|-
| Remaining design rule violation count || 0
|-
| Dominant cell by count in the synthesized netlist || sky130_fd_sc_hd__edfxtp_1
|-
| Worst slew margin relative to its limit || 9.08%
|-
| Count of mapped cells out of synthesis || 14.2k
|-
| Number of standard cells in the final layout excluding fillers || 24.2k
|-
| Top area cells in the synthesized netlist || sky130_fd_sc_hd__edfxtp_1 (79%), sky130_fd_sc_hd__mux4_2 (11%), sky130_fd_sc_hd__mux2i_1 (3.6%)
|-
| Number of max-cap violations || 0
|-
| Setup TNS after final layout || 0 ps
|-
| Number of instances resized during post-cts repair || 0
|-
| DPL Wire Length || 509000 microns
|-
| Floorplan die width || around 790 microns
|-
| Cell count after placement || 22.7k
|-
| Largest net degree at the start of global routing || 121
|-
| Die area || 630000 sq um
|-
| Most used cell along the critical path || sky130_fd_sc_hd__buf_4
|-
| Type of destination of the critical path || output port
|-
| RSZ-0062 raised after global routing || no
|-
| Pre-CTS setup slack || 129810 ps
|-
| Number of hold violations in the final report || 0
|-
| Finish-stage setup viols || 0
|-
| Final worst path period need || 44000 ps
|-
| Area added between synthesis and finish || 12.8%
|-
| CTS Root Buffer Type || sky130_fd_sc_hd__clkbuf_16
|-
| IO Pins || 69
|-
| Largest stage delay, worst path || a little over 900 ps
|-
| Global-route total usage across every layer || 31.9%
|-
| Number of enable-type register cells in the synthesized netlist || between 8k and 9k
|-
| Buffers and inverters on the worst path || 8
|-
| Max Slew Vio Count || 0
|-
| Via count of the first global-routing pass || 170k
|-
| Outcome || finished, final reports clean
|-
| Path type of the worst setup path || register to output port
|-
| Post-Route WL || 886000 microns
|-
| Synth Seq Share || between 70% and 80%
|-
| Residual antenna-violating net count after detailed routing || 0
|-
| Unique cell type count in the Yosys netlist || 64
|-
| Antenna violations before repair || 37
|-
| Area of the core || roughly 620000 sq um
|-
| Buffers inserted during post-CTS setup optimization || 0
|-
| Worst Setup Slack, final || 128500 ps
|-
| CTS Buf Count || around 800
|-
| Total congestion overflow || 0
|-
| Number of rows created at floorplan || 290
|-
| Synthesized cell area || 314000 sq um
|-
| Avg Synthesized Cell Area || 22.1 sq um
|-
| Crit path cell chain || buf_4 -> buf_4 -> buf_4 -> buf_4 -> buf_4 -> mux2i_1 -> o22ai_1 -> nor3_1 -> buf_4 -> a2111oi_2 -> o211ai_1 -> buf_4 -> a31oi_1 -> clkdlybuf4s50_1
|-
| Kind of cell adding the most delay to the critical path || buffers and inverters
|-
| Drt via density || 6.31
|-
| CP required || 138000 ps
|-
| Most frequent cells after synthesis || sky130_fd_sc_hd__edfxtp_1 (8200), sky130_fd_sc_hd__mux4_2 (1514), sky130_fd_sc_hd__mux2i_1 (1131)
|-
| Clock sinks || 8216
|-
| Die boundary height || 794 microns
|-
| Avg WL per Cell || 36.7 microns
|-
| Worst clock skew || 108 ps
|-
| Async set or reset register ratio after synthesis || less than 1%
|-
| Total of hold buffers inserted after clock tree synthesis || 0
|-
| Vias after detailed routing || about 150k
|-
| Leakage dissipation || 0.112 uW
|-
| Worst Hold Slack || between 400 and 500 ps
|-
| Max clock buf depth || 4
|-
| Tool warnings || 30
|-
| Top cell area share || 78.5%
|-
| First-pass GRT wire length || 1240000 microns
|-
| Pre-Place Util || ~50%
|-
| Worst Max-Slew Pin Slew || 1350 ps
|-
| Count of buffers inserted at the top-level ports || a little under 70
|-
| Synthesis warning total || 2
|-
| GPL Wtd Cong || 0.907
|-
| H-tree lvl count || 6
|-
| Yosys Chip Area || 314000 sq um
|}
-- layout make-up --
cell class | instances | area, sq um | area share [%]
Sequential cell | 8216 | 247000 | 69.7
Multi-Input combinational cell | 5119 | 63700 | 18.0
Antenna cell | 31 | 77.6 | 0.0219
Inverter | 13 | 53.8 | 0.0152
Clock inverter | 465 | 3990 | 1.13
Timing Repair Buffer | 1008 | 8120 | 2.29
Tap cell | 8322 | 10400 | 2.94
Clock buffer | 994 | 20900 | 5.92
-- power breakdown --
part,leakage (uW),internal [uW],switching [uW],total (uW)
Clock,0.0122,937,731,1670
Sequential,0.0738,2220,12.8,2230
Combinational,0.0261,572,967,1540
-- registers in the layout, indices dropped and copies added (netlist names), named ones only --
register  cells
raddr         8
ram        8192
addr          8
-- path summary, 6_finish.rpt --
| kind | startpoint | end | slack, ps | depth (start not counted) |
|---|---|---|---|---|
| max | register | ordata[31] | 128500 | 14 |
| min | raddr[6] | register | 450 | 1 |
| max reg2reg | addr[0] | ram[241][27] | 167050 | 12 |
| min reg2reg | raddr[6] | register | 450 | 1 |
| max in group asynchronous | ireset | addr[3] | 138300 | 2 |
| min in group asynchronous | ireset | addr[2] | 33940 | 2 |
-- kinds of logic (layout without fill, tap and decap cells) --
logic type,after synthesis,after routing,share of synthesized area (%)
other,0,31,0
multiplexers,2712,2712,14.7
XOR/XNOR,6,6,0.0168
AND-OR/OR-AND,1570,1570,3.56
adder cells (fa/ha/maj),7,7,0.0303
buffers and inverters,872,2480,1.72
flip-flops,8216,8216,78.6
AND/OR/NAND/NOR,824,824,1.32
-- layer usage --
metal	global-route usage [%]	routed length, microns	vias up
met5	2.19	1660	-
met4	12.2	47300	54
met3	30.8	196000	1866
met2	43.5	403000	12200
met1	34.0	239000	75700
li1	-	-	62600
-- per-stage QoR --
step	area (sq um)	power, uW	util (%)
after floorplan	314000	3180	-
after global placement	329000	3780	52.7
after detailed placement	329000	3800	52.7
after CTS	354000	5450	56.7
after global routing	354000	5620	56.7
final	354000	5440	56.7
-- cells in the final DEF (no fill, tap or decap), drive strengths merged, types with 66 or more instances in the layout --
cell type / netlist / final
buf: 522 / 972
nor3: 347 / 347
mux2i: 1131 / 1131
nand2: 109 / 109
clkinv: 0 / 361
a21oi: 157 / 157
o22ai: 619 / 619
edfxtp: 8200 / 8200
a22o: 226 / 226
mux4: 1515 / 1515
nor4: 182 / 182
nor2: 118 / 118
mux2: 66 / 66
a22oi: 351 / 351
clkbuf: 337 / 994
No activity file was given, so power comes from the tool's default toggle rates.
