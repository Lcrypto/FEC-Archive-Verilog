==> /design/flow/design.v <==
module codec_buffer_nD_slogic
#(
  parameter int pBNUM_W = 1  
)
(
  iclk     ,
  ireset   ,
  iclkena  ,
  iwfull   ,
  ob_wused ,
  irempty  ,
  ob_rused ,
  oempty   ,
  oemptya  ,
  ofull    ,
  ofulla
);
  input  logic                 iclk      ;
  input  logic                 ireset    ;
  input  logic                 iclkena   ;
  input  logic                 iwfull    ;
  output logic [pBNUM_W-1 : 0] ob_wused  ;   
  input  logic                 irempty   ;
  output logic [pBNUM_W-1 : 0] ob_rused  ;   
  output logic                 oempty    ;   
  output logic                 oemptya   ;   
  output logic                 ofull     ;   
  output logic                 ofulla    ;   
  localparam int cBNUM = 2**pBNUM_W;
  logic   [cBNUM-1 : 0] b_is_busy ;  
  logic [pBNUM_W-1 : 0] b_wused   ;  
  logic [pBNUM_W-1 : 0] b_rused   ;  
  // synthesis translate_off
  initial begin : ini
    b_is_busy = '0;
    b_wused   = '0;
    b_rused   = '0;
  end
  // synthesis translate_on
  always_ff @(posedge iclk or posedge ireset) begin : flip_flop_logic
    if (ireset) begin
      b_is_busy <= '0;
      b_wused   <= '0;
      b_rused   <= '0;
    end
    else if (iclkena) begin
      for (int i = 0; i < cBNUM; i++) begin
        if (iwfull & (b_wused == i))
          b_is_busy[i] <= 1'b1;
        else if (irempty & (b_rused == i))
          b_is_busy[i] <= 1'b0;
      end
      if ((iwfull & irempty) | (iwfull & ~b_is_busy[b_wused + 1'b1]) | (irempty & b_is_busy[b_wused])) begin
        b_wused <= b_wused + 1'b1;
      end
      if ((iwfull & irempty) | (irempty & b_is_busy[b_rused])) begin
        b_rused <= b_rused + 1'b1;
      end
    end
  end
  assign ob_wused = b_wused;
  assign ob_rused = b_rused;
  assign oempty   = |(~b_is_busy);
  assign oemptya  = &(~b_is_busy);
  assign ofull    = |b_is_busy;
  assign ofulla   = &b_is_busy;
endmodule
module ccsds_turbo_enc_buffer
#(
  parameter int pADDR_W  = 8 ,
  parameter int pDATA_W  = 8 ,
  parameter int pTAG_W   = 8 ,
  parameter int pBNUM_W  = 1 ,   
  parameter bit pPIPE    = 0
)
(
  iclk    ,
  ireset  ,
  iclkena ,
  iwrite  ,
  iwfull  ,
  iwaddr  ,
  iwdata  ,
  iwtag   ,
  iread   ,
  irempty ,
  iraddr0 ,
  ordata0 ,
  iraddr1 ,
  ordata1 ,
  ortag   ,
  oempty  ,
  oemptya ,
  ofull   ,
  ofulla
);
  input  logic                 iclk     ;
  input  logic                 ireset   ;
  input  logic                 iclkena  ;
  input  logic                 iwrite   ;
  input  logic                 iwfull   ;
  input  logic [pADDR_W-1 : 0] iwaddr   ;
  input  logic [pDATA_W-1 : 0] iwdata   ;
  input  logic  [pTAG_W-1 : 0] iwtag    ;
  input  logic                 iread    ;
  input  logic                 irempty  ;
  input  logic [pADDR_W-1 : 0] iraddr0  ;
  output logic [pDATA_W-1 : 0] ordata0  ;
  input  logic [pADDR_W-1 : 0] iraddr1  ;
  output logic [pDATA_W-1 : 0] ordata1  ;
  output logic  [pTAG_W-1 : 0] ortag    ;
  output logic                 oempty   ;  
  output logic                 oemptya  ;  
  output logic                 ofull    ;  
  output logic                 ofulla   ;  
  localparam int cRAM_ADDR_W  = pADDR_W + pBNUM_W;
  localparam int cRAM_DATA_W  = pDATA_W;
  logic [pBNUM_W-1 : 0] b_wused ;  
  logic [pBNUM_W-1 : 0] b_rused ;  
  logic [cRAM_ADDR_W-1 : 0] ram_waddr;
  logic [cRAM_ADDR_W-1 : 0] ram_raddr0;
  logic [cRAM_ADDR_W-1 : 0] ram_raddr1;
  codec_buffer_nD_slogic
  #(
    .pBNUM_W ( pBNUM_W )
  )
  nD_slogic
  (
    .iclk     ( iclk    ) ,
    .ireset   ( ireset  ) ,
    .iclkena  ( iclkena ) ,
    .iwfull   ( iwfull  ) ,
    .ob_wused ( b_wused ) ,
    .irempty  ( irempty ) ,
    .ob_rused ( b_rused ) ,
    .oempty   ( oempty  ) ,
    .oemptya  ( oemptya ) ,
    .ofull    ( ofull   ) ,
    .ofulla   ( ofulla  )
  );
  assign ram_waddr  = {b_wused, iwaddr};
  assign ram_raddr0 = {b_rused, iraddr0};
  assign ram_raddr1 = {b_rused, iraddr1};
  logic [cRAM_DATA_W-1 : 0] ram0 [0 : (2**cRAM_ADDR_W)-1]  ;
  logic [cRAM_DATA_W-1 : 0] ram_pipe0 [0 : 1];
  always_ff @(posedge iclk) begin
    if (iclkena) begin
      if (iwrite) begin
        ram0[ram_waddr] <= iwdata;
      end
      ram_pipe0[0] <= ram0[ram_raddr0];
      ram_pipe0[1] <= ram_pipe0[0];
    end
  end
  assign ordata0 = ram_pipe0[pPIPE];
  logic [cRAM_DATA_W-1 : 0] ram1 [0 : (2**cRAM_ADDR_W)-1]  ;
  logic [cRAM_DATA_W-1 : 0] ram_pipe1 [0 : 1];
  always_ff @(posedge iclk) begin
    if (iclkena) begin
      if (iwrite) begin
        ram1[ram_waddr] <= iwdata;
      end
      ram_pipe1[0] <= ram1[ram_raddr1];
      ram_pipe1[1] <= ram_pipe1[0];
    end
  end
  assign ordata1 = ram_pipe1[pPIPE];
  logic [pTAG_W-1 : 0] tram [0 : (2**pBNUM_W)-1]  ;
  always_ff @(posedge iclk) begin
    if (iclkena) begin
      if (iwfull)
        tram [b_wused] <= iwtag;
    end
  end
  assign ortag = tram[b_rused];
endmodule
==> /design/flow/run.sh <==
#!/bin/bash
# OpenROAD 26Q1-2900-gdf79404cd8, Yosys 0.63+post, stock flow scripts
make -C /OpenROAD-flow-scripts/flow DESIGN_CONFIG=/design/flow/config.mk WORK_HOME=/design/flow/orfs finish
==> /design/flow/config.mk <==
export PLATFORM = sky130hd
export DESIGN_NAME = ccsds_turbo_enc_buffer
export DESIGN_NICKNAME = ccsds_turbo_enc_buffer
export VERILOG_FILES = /design/flow/design.v
export SDC_FILE = /design/flow/constraint.sdc
export NUM_CORES = 4
export LEC_CHECK = 1
export CORE_UTILIZATION = 50
export SYNTH_MEMORY_MAX_BITS = 65536
==> /design/flow/constraint.sdc <==
current_design ccsds_turbo_enc_buffer

set clk_period 3.3
set clk_io_pct 0.2

create_clock -name clk0 -period $clk_period [get_ports {iclk}]

set non_clock_inputs [all_inputs -no_clocks]
set_input_delay [expr $clk_period * $clk_io_pct] -clock clk0 $non_clock_inputs
set_output_delay [expr $clk_period * $clk_io_pct] -clock clk0 [all_outputs]
==> out/metrics.yaml <==
clock_network:
  cts_tree: "yes"
  cts-root-buf: "clkbuf_16"
  cts_buffers: 436
  clk_pin_slew_worst_paths_ps: 60
  clk_path_buf_depth: 4
  h-tree-depth: 5
  clk_latency_ps: 1020
  clock_sinks: 4132
timing:
  hold_violations: 0
  clock-skew-final_ps: 36.61
  tns_ps: -7.863
  period_used_pct: 100.1
  hold_ws_ps: 95.95
  finalSetupViolCount: 2
  slew_headroom_pct: 22.21
  fmax_ghz: 0.3026
  worst_slew_pin_slew_ps: 1163
  min_period_ps: 3305
  setup_ws_ps: -4.567
  slew_viol_final: 0
synthesis:
  synth_cell_types: 62
  yosysWarningCount: 5
  ys_chip_area_sq_mm: 0.1951
  synth_flops: 4132
  logic_family: "multiplexers"
  ys_sh_adder_pct: 0
  simple_gate_share_pct: 3.491
  ys.flop_type: "edfxtp_1"
  syn_avg_cell_area_sq_um: 17.13
  mux_share_pct: 23.63
  area_leaders: "edfxtp_1 64%, mux4_2 16%, mux2i_1 7.7%"
  edf_count: 4128
  postSynthSeqShare_pct: 63.57
  synth_cells: 11390
  ys_cells: 11390
  async_flop_share_pct: 0.09681
  yosysTopAreaCell: "edfxtp_1"
  xor_share_pct: 0
  top_cell_area_share_pct: 63.52
  syn_area_sq_mm: 0.1951
  aoi_share_pct: 6.719
detailed_routing:
  drc_errors: 0
  num_vias: 124900
  via_per_inst: 6.579
  initialDrtViolationCount: 8737
  ant_nets: 0
  drt_wl_total_um: 700000
  wl_per_cell_um: 36.87
  drtPass1Iterations: 7
power_and_ir_drop:
  pwr-share-clk_pct: 40.2
  p_switching_uw: 29870
  combPwrFrac_pct: 12.0
  p_leak_uw: 0.08090
  power_uw: 122000
  seqPwrFrac_pct: 47.8
  p_int_uw: 92110
  power_density_mw_per_mm2: 519.0
  p_sw_share_pct: 24.49
  peakVddDrop_mv: 0.5765
floorplanning:
  fp.dieW_um: 626.7
  fp_util_pct: 50.19
  core_area_sq_mm: 0.3888
  dieArea_sq_mm: 0.3928
  die_h_um: 626.7
  rows: 229
  ios: 75
run_status:
  status: "complete, but fails checks"
  violations: "negative setup slack"
flow_run:
  warning_count: 43
  drv_cap: 0
final_layout:
  finish.instance_area_sq_mm: 0.2350
  fillCellCount: 27920
  area_delta_synth_final_pct: 20.45
  drive_above_1_share_pct: 33.19
setup_path:
  worst_setup_path_start_kind: "input port"
  criticalPathCategory: "input port to flip-flop"
  cp_max_fo: 30
  critical_path.endpoint_type: "flip-flop"
  worstPathArrival_ps: 4180
  critical_path_required_ps: 4170
placed_design:
  port_buffers: 73
  place_area_sq_mm: 0.2207
  finalWeightedCongestion: 1.051
  hpwl_um: 497200
  dp_slack_ps: -1412
grt:
  antenna_found_initial: 37
  met1_usage_pct: 51.17
  use_met2_pct: 54.68
  grtUsageTotal_pct: 40.25
  grt_max_degree: 107
  grt_pass1_vias: 136800
  gr-max-usage-layer: "met2"
  met3_usage_pct: 30.56
  grt_first_pass_wirelength_um: 988600
  grt-ovfl-total: 0
min_path:
  holdCritPathClass: "input port to flip-flop"
## worst paths after layout
kind                                                         start                                 end  slack (ps)  cells past startpoint
min in group asynchronous                                   ireset  nD_slogic.b_is_busy[0]$_DFFE_PP0P_         410                      3
worst min register to register  nD_slogic.b_is_busy[1]$_DFFE_PP0P_  nD_slogic.b_is_busy[1]$_DFFE_PP0P_         570                      1
max in group asynchronous                                   ireset       nD_slogic.b_rused$_DFFE_PP0P_        2710                      3
worst max-delay path                                    iraddr1[1]           ram_pipe1[0][2]$_DFFE_PP_          -5                     12
worst min-delay path                                     iwdata[6]               ram1[45][6]$_DFFE_PP_         100                      1
worst max register to register       nD_slogic.b_rused$_DFFE_PP0P_           ram_pipe0[0][2]$_DFFE_PP_          -5                     13
## worst max-delay path, cell delays in order
cell and delay (ps):
buf_8 240, nand2_4 250, buf_12 250, buf_4 240, buf_4 200, o221ai_1 340, nor3_1 110, buf_4 160
nor3_1 400, nand3_1 120, o21ai_0 870, o211a_1 230
## timing repair
action / CTS / global route
pin swaps: 0 / 4
setup buffers: 0 / 1
gates resized: 10 / 18
endpoints found under the hold margin: 5 / 0
hold buffers: 2 / 0
cloned: 0 / 1
setup endpoints to repair: 6 / 13
## cell usage in the layout (no fill, tap or decap), types with 16 or more instances in the layout
cell type	netlist	final
clkdlybuf4s50_1	0	54
nand2_1	278	261
o22a_1	22	22
nor3_1	195	193
o21ai_0	222	220
mux2i_1	1495	1495
nand4_1	69	69
and2_1	16	16
a211oi_1	21	21
a31oi_1	18	18
a21oi_1	337	337
o31ai_1	26	26
clkbuf_1	487	80
o221ai_1	660	658
mux4_2	1360	1360
clkinvlp_4	0	20
o22ai_1	358	358
buf_12	7	370
buf_4	139	2069
nor4_1	62	54
clkinv_2	0	96
bufinv_16	0	48
nand3_1	89	83
mux2_2	41	41
a22oi_1	51	51
diode_2	0	37
and3_1	22	20
clkinv_1	3	92
nor2_1	739	737
o2bb2ai_1	32	32
edfxtp_1	4128	4128
clkbuf_16	0	444
## synth_stat cells (18+ instances only)
master and count:
a211oi_1 21, a21oi_1 337, a22oi_1 51, a31oi_1 18, and3_1 22, buf_1 93
buf_2 155, buf_4 139, buf_6 64, clkbuf_1 487, edfxtp_1 4128, mux2_2 41
mux2i_1 1495, mux4_2 1360, nand2_1 278, nand3_1 89, nand4_1 69, nor2_1 739
nor3_1 195, nor4_1 62, o21ai_0 222, o221ai_1 660, o22a_1 22, o22ai_1 358
o2bb2ai_1 32, o31ai_1 26
## stage by stage
step	util (%)	instances
after detailed placement	56.76	18140
after global routing	60.44	18970
after CTS	60.40	18950
after floorplan	-	11390
after global placement	56.76	18140
final	60.45	18990
## metal layers
metal	part of all wire, %	routed length, um	vias to the layer above
li1	-	-	52380
met1	32	221400	62810
met2	45	312200	8236
met3	18	128500	1409
met4	5.1	35490	77
met5	0.34	2347	-
## logic make-up (layout without fill, tap and decap cells)
logic type | Yosys count | in the layout
compound gates | 1851 | 1851
buf+inv | 969 | 3332
flops | 4132 | 4132
mux | 2898 | 2898
other cells | 0 | 37
simple gates | 1540 | 1540
## registers in the layout (all words and copies together) (netlist names)
signal	cells
ram0	16
ram_pipe1	8
tram	16
nD_slogic.b_rused	1
nD_slogic.b_is_busy	2
nD_slogic.b_wused	1
ram_pipe0	8
ram1	4080
## area by class of cell
cell class	instances	area (sq um)	share of cell area [%]
Antenna cell	37	92.59	0.03939
Tap cell	5197	6502	2.766
Timing Repair Buffer	2516	23810	10.13
Clock inverter	280	2695	1.147
Inverter	13	73.82	0.03141
Sequential cell	4132	124100	52.78
Clock buffer	523	11390	4.844
Multi-Input combinational cell	6289	66420	28.26
## power groups by stage
stage	logic, uW	registers [uW]	clock network, uW
finish	14700	58200	49100
CTS	14400	58200	49600
global route	15200	58200	51600
No activity file was given, so power comes from the tool's default toggle rates.
