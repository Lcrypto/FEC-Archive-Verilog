**./design.v**
```verilog
module pc_3gpp_enc_ibuf
#(
  parameter int pWADDR_W  = 8 ,
  parameter int pWDAT_W   = 1 ,
  parameter int pRADDR_W  = 8 ,
  parameter int pRDAT_W   = 8 ,
  parameter int pTAG_W    = 4 ,
  parameter int pBNUM_W   = 2
)
(
  iclk    ,
  ireset  ,
  iclkena ,
  iwrite  ,
  iwfull  ,
  iwaddr  ,
  iwdat   ,
  iwtag   ,
  irempty ,
  iraddr  ,
  ordat   ,
  ortag   ,
  oempty  ,
  oemptya ,
  ofull   ,
  ofulla
);
  input  logic                  iclk     ;
  input  logic                  ireset   ;
  input  logic                  iclkena  ;
  input  logic                  iwrite   ;
  input  logic                  iwfull   ;
  input  logic [pWADDR_W-1 : 0] iwaddr   ;
  input  logic  [pWDAT_W-1 : 0] iwdat    ;
  input  logic   [pTAG_W-1 : 0] iwtag    ;
  input  logic                  irempty  ;
  input  logic [pRADDR_W-1 : 0] iraddr   ;
  output logic  [pRDAT_W-1 : 0] ordat    ;
  output logic   [pTAG_W-1 : 0] ortag    ;
  output logic                  oempty   ;
  output logic                  oemptya  ;
  output logic                  ofull    ;
  output logic                  ofulla   ;
  localparam int cRAM_WADDR_W = pWADDR_W + pBNUM_W;
  localparam int cRAM_WDAT_W  = pWDAT_W;
  localparam int cRAM_RADDR_W = pRADDR_W + pBNUM_W;
  localparam int cRAM_RDAT_W  = pRDAT_W;
  localparam int cRAMB_N      = pRDAT_W/pWDAT_W;
  localparam int cLSB_W       = cRAM_WADDR_W - cRAM_RADDR_W;
  logic [pBNUM_W-1 : 0] b_wused ;  
  logic [pBNUM_W-1 : 0] b_rused ;  
  logic [cRAM_WADDR_W-1 : 0] ram_waddr;
  logic [cRAM_RADDR_W-1 : 0] ram_raddr;
  logic                      mem__iwrite [cRAMB_N];
  logic [cRAM_RADDR_W-1 : 0] mem__iwaddr [cRAMB_N];
  logic  [cRAM_WDAT_W-1 : 0] mem__iwdat  [cRAMB_N];
  logic [cRAM_RADDR_W-1 : 0] mem__iraddr [cRAMB_N];
  logic  [cRAM_WDAT_W-1 : 0] mem__ordat  [cRAMB_N];
  polar_buffer_nD_slogic
  #(
    .pBNUM_W ( pBNUM_W )
  )
  nD_slogic
  (
    .iclk     ( iclk    ) ,
    .ireset   ( ireset  ) ,
    .iclkena  ( iclkena ) ,
    .iwfull   ( iwfull  ) ,
    .ob_wused ( b_wused ) ,
    .irempty  ( irempty ) ,
    .ob_rused ( b_rused ) ,
    .oempty   ( oempty  ) ,
    .oemptya  ( oemptya ) ,
    .ofull    ( ofull   ) ,
    .ofulla   ( ofulla  )
  );
  assign ram_waddr  = {b_wused, iwaddr};
  assign ram_raddr  = {b_rused, iraddr};
  generate
    genvar i;
    for (i = 0; i < cRAMB_N; i++) begin : ram_inst_gen
      polar_mem_block
      #(
        .pADDR_W ( cRAM_RADDR_W ) ,
        .pDAT_W  ( cRAM_WDAT_W  ) ,
        .pPIPE   ( 0            )
      )
      mem
      (
        .iclk    ( iclk            ) ,
        .ireset  ( ireset          ) ,
        .iclkena ( iclkena         ) ,
        .iwrite  ( mem__iwrite [i] ) ,
        .iwaddr  ( mem__iwaddr [i] ) ,
        .iwdat   ( mem__iwdat  [i] ) ,
        .iraddr  ( mem__iraddr [i] ) ,
        .ordat   ( mem__ordat  [i] )
      );
      assign mem__iwrite[i] = iwrite & (ram_waddr[cLSB_W-1 : 0] == i);
      assign mem__iwaddr[i] = ram_waddr[cRAM_WADDR_W-1 -: cRAM_RADDR_W];
      assign mem__iwdat [i] = iwdat;
      assign mem__iraddr[i] = ram_raddr;
      assign ordat[i*pWDAT_W +: pWDAT_W] = mem__ordat[i];
    end
  endgenerate
  logic [pTAG_W-1 : 0] tram [0 : (2**pBNUM_W)-1]  ;
  always_ff @(posedge iclk) begin
    if (iclkena) begin
      if (iwfull)
        tram [b_wused] <= iwtag;
    end
  end
  assign ortag = tram[b_rused];
endmodule
module polar_buffer_nD_slogic
#(
  parameter int pBNUM_W  = 1
)
(
  iclk     ,
  ireset   ,
  iclkena  ,
  iwfull   ,
  ob_wused ,
  irempty  ,
  ob_rused ,
  oempty   ,
  oemptya  ,
  ofull    ,
  ofulla
);
  input  logic                 iclk      ;
  input  logic                 ireset    ;
  input  logic                 iclkena   ;
  input  logic                 iwfull    ;
  output logic [pBNUM_W-1 : 0] ob_wused  ;   
  input  logic                 irempty   ;
  output logic [pBNUM_W-1 : 0] ob_rused  ;   
  output logic                 oempty    ;   
  output logic                 oemptya   ;   
  output logic                 ofull     ;   
  output logic                 ofulla    ;   
  localparam int cBNUM = 2**pBNUM_W;
  logic   [cBNUM-1 : 0] b_is_busy ;  
  logic [pBNUM_W-1 : 0] b_wused   ;  
  logic [pBNUM_W-1 : 0] b_rused   ;  
  // synthesis translate_off
  initial begin : ini
    b_is_busy = '0;
    b_wused   = '0;
    b_rused   = '0;
  end
  // synthesis translate_on
  always_ff @(posedge iclk or posedge ireset) begin : flip_flop_logic
    if (ireset) begin
      b_is_busy <= '0;
      b_wused   <= '0;
      b_rused   <= '0;
    end
    else if (iclkena) begin
      for (int i = 0; i < cBNUM; i++) begin
        if (iwfull & (b_wused == i))
          b_is_busy[i] <= 1'b1;
        else if (irempty & (b_rused == i))
          b_is_busy[i] <= 1'b0;
      end
      if ((iwfull & irempty) | (iwfull & ~b_is_busy[b_wused + 1'b1]) | (irempty & b_is_busy[b_wused])) begin
        b_wused <= b_wused + 1'b1;
      end
      if ((iwfull & irempty) | (irempty & b_is_busy[b_rused])) begin
        b_rused <= b_rused + 1'b1;
      end
    end
  end
  assign ob_wused = b_wused;
  assign ob_rused = b_rused;
  assign oempty   = |(~b_is_busy);
  assign oemptya  = &(~b_is_busy);
  assign ofull    = |b_is_busy;
  assign ofulla   = &b_is_busy;
endmodule
module polar_mem_block
#(
  parameter int pADDR_W = 256 ,
  parameter int pDAT_W  =   8 ,
  parameter bit pPIPE   =   0
)
(
  iclk    ,
  ireset  ,
  iclkena ,
  iwrite  ,
  iwaddr  ,
  iwdat   ,
  iraddr  ,
  ordat
);
  input  logic                 iclk     ;
  input  logic                 ireset   ;
  input  logic                 iclkena  ;
  input  logic                 iwrite   ;
  input  logic [pADDR_W-1 : 0] iwaddr   ;
  input  logic  [pDAT_W-1 : 0] iwdat    ;
  input  logic [pADDR_W-1 : 0] iraddr   ;
  output logic  [pDAT_W-1 : 0] ordat    ;
  bit   [pDAT_W-1 : 0] mem  [2**pADDR_W]  ;
  logic [pDAT_W-1 : 0] rdat [2];
  always_ff @(posedge iclk) begin
    if (iclkena) begin
      rdat[0]  <= mem[iraddr];
      rdat[1]  <= rdat[0];
      if (iwrite)
        mem[iwaddr] <= iwdat;
    end
  end
  assign ordat = rdat[pPIPE];
endmodule
```
**./run.sh**
```bash
#!/bin/bash
# OpenROAD 26Q1-2900-gdf79404cd8, Yosys 0.63+post, stock flow scripts
make -C /OpenROAD-flow-scripts/flow DESIGN_CONFIG=/design/flow/config.mk WORK_HOME=/design/flow/orfs finish
```
**./config.mk**
```make
export PLATFORM = sky130hd
export DESIGN_NAME = pc_3gpp_enc_ibuf
export DESIGN_NICKNAME = pc_3gpp_enc_ibuf
export VERILOG_FILES = /design/flow/design.v
export SDC_FILE = /design/flow/constraint.sdc
export NUM_CORES = 4
export LEC_CHECK = 1
export CORE_UTILIZATION = 40
export SYNTH_MEMORY_MAX_BITS = 65536
```
**./constraint.sdc**
```tcl
current_design pc_3gpp_enc_ibuf

set clk_period 3.0
set clk_io_pct 0.2

create_clock -name clk0 -period $clk_period [get_ports {iclk}]

set non_clock_inputs [all_inputs -no_clocks]
set_input_delay [expr $clk_period * $clk_io_pct] -clock clk0 $non_clock_inputs
set_output_delay [expr $clk_period * $clk_io_pct] -clock clk0 [all_outputs]
```
==> flow_summary.ini <==
; synthesis and place-and-route metrics
[outcome]
status = complete, no violations

[global_route]
grt_usage_pct = 22.77
grt_antenna_before_repair = 6
grt_pass1_wl_mm = 317.4
grt_max_degree = 192
overflow = 0
grt_pass1_vias = 47920

[routing]
detail_route.wl_per_cell_um = 23.69
vias = 46490
dr_wl_met3_mm = 35.40
drt_first_pass_iters = 5
wl_met1_mm = 75.10
drc = 0
wl_mm = 217.3
first_iter_violations = 3293
ant_nets = 0
routed.top_layer = met5
vias_per_cell = 5.068
route.met2.wl_mm = 100.3

[critical_path]
critPathLaunchType = flop
cp_cell_sequence = or4_1 -> inv_1 -> clkdlybuf4s50_1
worst-setup-path-type = flop to output port
cp.required_ps = 2400
path_max_fanout = 6
r2r_slack_ps = 90
slowest_stage = or4_1
worstPathArrival_ps = 2320
end_kind = output port
slowest_delay_ps = 530

[worst_hold_path]
min_path_type = primary input to flop

[power_and_ir_drop]
ir_drop_mv = 0.5824
cellPowerDensity_nw_per_um2 = 624.3
p_leak_nw = 34.62

[placement]
post-dp-hpwl_mm = 130.7
place.gp.congestion = 0.8700
place_inst = 8796
port_buffers = 37

[final_timing]
fin_crit_sh_pct = 97.47
period_minus_slack_ps = 2924
tns_ps = 0
slew_violations = 0
tightest_slew_ps = 789.5
hold_violations = 0
finalSetupViolCount = 0
fmax_mhz = 342.0
rsz0062_at_grt = false
relSlewSlack_pct = 47.37
fin_skew_ps = 26.71

[synthesis]
ys_chip_area_um2 = 84720
yosysWarnings = 30
synthArstFlopShare_pct = 0.3857
avgSynthCellArea_um2 = 17.52
ys_ff = 2074
edf_count = 2066
syn_area_um2 = 84720
synth_cell_type_count = 61
ys_cells = 4835
ys_seq_share_pct = 73.47
ys.flop_type = edfxtp_1
synth_cells = 4835

[die]
num_rows = 168
io_pins = 43
die_width_um = 462.2
die_area_um2 = 213600
die_h_um = 462.2
fp-utilization_pct = 40.34
fp.coreArea_um2 = 210000

[cells_and_area]
final_common_cell = edfxtp_1
final_layout_size_suffix_gt1_share_pct = 20.08
syn2layout_area_growth_pct = 20.01
utilization_pct = 48.42
fill_cells = 17400
stdcell_count = 9174
lay_top_cells = edfxtp_1, nor2_1, conb_1

[clock_tree]
cts.sinks = 2074
cts_tree = yes
clk_path_buf_depth = 3
h-tree-depth = 4
cts-root-buf = clkbuf_16
clock_latency_ps = 860
path_clk_slew_ps = 60
cts_buffers = 208

[flow_run]
drv_cap = 0
warnings = 46
[state kept, by name (all words and copies together), names as in the netlist]
| register | count |
|---|---|
| nD_slogic.b_is_busy | 4 |
| nD_slogic.b_wused | 2 |
| tram | 16 |
| ram_inst_gen.mem.rdat | 2 |
| nD_slogic.b_rused | 2 |
| ram_inst_gen.mem.mem | 2048 |
[path summary, 6_finish.rpt]
path,from,endpoint,cells past startpoint
setup / recovery,nD_slogic.b_is_busy[0]$_DFFE_PP0P_,oemptya,3
hold / removal,iwdat[0],ram_inst_gen[3].mem.mem[561]$_DFFE_PP_,1
setup reg to reg,ram_inst_gen[1].mem.mem[787]$_DFFE_PP_,ram_inst_gen[1].mem.rdat[0]$_DFFE_PP_,9
hold reg to reg,nD_slogic.b_is_busy[0]$_DFFE_PP0P_,nD_slogic.b_is_busy[0]$_DFFE_PP0P_,1
max in group asynchronous,ireset,nD_slogic.b_is_busy[0]$_DFFE_PP0P_,3
min in group asynchronous,ireset,nD_slogic.b_is_busy[1]$_DFFE_PP0P_,3
[power by group]
group	internal, mW	leakage [nW]	switching [mW]	total, mW
clock network	13.5	3.05	10.7	24.3
logic	2.35	12.1	3.20	5.56
registers	33.3	19.5	0.393	33.6
[synthesized netlist by cell type, types with 10 or more instances]
library cell	count	share of area (%)
a21oi_1	61	0.36
o221ai_1	80	0.83
nor2_1	1069	4.7
edfxtp_1	2066	73
nor3_1	25	0.15
buf_4	34	0.30
buf_1	66	0.29
a22oi_1	36	0.32
nand2_1	99	0.44
o21ai_0	42	0.25
clkbuf_1	214	0.95
nor2b_1	15	0.11
mux2_2	10	0.13
buf_2	41	0.24
a22o_1	11	0.11
nand3_1	47	0.28
mux2i_1	208	2.5
buf_6	36	0.48
a211oi_1	18	0.16
mux4_2	462	12
o22ai_1	44	0.32
a221oi_1	12	0.12
[cells by family (layout without fill, tap and decap cells)]
group / Yosys count / in the layout / synth area share [%]
AND-OR/OR-AND: 347 / 347 / 2.882
XOR/XNOR: 2 / 2 / 0.02068
multiplexers: 680 / 680 / 14.87
AND/OR/NAND/NOR: 1313 / 1313 / 6.190
other: 1 / 1030 / 0.004427
buffers and inverters: 410 / 915 / 2.444
adder cells (fa/ha/maj): 8 / 8 / 0.1182
flip-flops: 2074 / 2074 / 73.47
[critical path: cells and delay by family, from the launching register on]
kind | cells | cell delay, ps
buf+inv | 2 | 520
simple gates | 1 | 530
flops | 1 | 440
[layout make-up]
cell class                      instances  area [um2]  area share, %
Multi-Input combinational cell       3379       24390          23.99
Sequential cell                      2074       62240          61.22
Clock inverter                         99       721.9         0.7101
Antenna cell                            1       2.502       0.002461
Timing Repair Buffer                  530        5210          5.124
Clock buffer                          273        5534          5.443
Tap cell                             2805        3510          3.452
Inverter                               13       55.05        0.05415
[timing repair]
item	4_1_cts	5_1_grt
buffers inserted	0	4
pin swaps	0	1
hold endpoints to repair	8	0
resized	6	8
setup endpoints to repair	5	6
cloned	0	0
hold buffers	1	0
[per-layer routing]
metal | vias up | global-route usage (%)
li1 | 20660 | -
met1 | 23210 | 29.39
met2 | 2244 | 32.81
met3 | 369 | 16.09
met4 | 8 | 5.275
met5 | - | 0.3167
[through the flow]
step	setup slack [ps]	hold slack (ps)	power [mW]	area, um2
after floorplan	19.27	415.7	37.09	88590
after global placement	-1014	558.0	39.65	95310
after detailed placement	-987.7	561.7	39.76	95310
after CTS	2.236	114.8	63.96	101600
after global routing	1.154	147.4	65.52	101700
final	75.80	180.4	63.47	101700
Power and IR drop assume default switching activity.
