`run.sh`:
```
#!/bin/bash
# OpenROAD 26Q1-2900-gdf79404cd8, Yosys 0.63+post, stock flow scripts
make -C /OpenROAD-flow-scripts/flow DESIGN_CONFIG=/design/flow/config.mk WORK_HOME=/design/flow/orfs finish
```
`config.mk`:
```
export PLATFORM = sky130hd
export DESIGN_NAME = vit_trb_ram
export DESIGN_NICKNAME = vit_trb_ram
export VERILOG_FILES = /design/flow/design.v
export SDC_FILE = /design/flow/constraint.sdc
export NUM_CORES = 4
export LEC_CHECK = 1
export CORE_UTILIZATION = 40
export SYNTH_MEMORY_MAX_BITS = 65536
```
`constraint.sdc`:
```
current_design vit_trb_ram

set clk_period 41.0
set clk_io_pct 0.2

create_clock -name clk0 -period $clk_period [get_ports {iclk}]

set non_clock_inputs [all_inputs -no_clocks]
set_input_delay [expr $clk_period * $clk_io_pct] -clock clk0 $non_clock_inputs
set_output_delay [expr $clk_period * $clk_io_pct] -clock clk0 [all_outputs]
```
`design.v`:
```
module vit_trb_ram
#(
  parameter int pDATA_W  = 32 ,
  parameter int pADDR_W  =  8
)
(
  iclk    ,
  ireset  ,
  iclkena ,
  iwrite  ,
  iwaddr  ,
  iwdata  ,
  iraddr  ,
  ordata
);
  input  logic                 iclk     ;
  input  logic                 ireset   ;
  input  logic                 iclkena  ;
  input  logic                 iwrite   ;
  input  logic [pADDR_W-1 : 0] iwaddr   ;
  input  logic [pDATA_W-1 : 0] iwdata   ;
  input  logic [pADDR_W-1 : 0] iraddr   ;
  output logic [pDATA_W-1 : 0] ordata   ;
  logic [pDATA_W-1 : 0] ram [2**pADDR_W]  ;
  logic [pDATA_W-1 : 0] rdata;
  always_ff @(posedge iclk) begin
    if (iclkena) begin
      if (iwrite) begin
        ram[iwaddr] <= iwdata;
      end
      rdata   <= ram[iraddr];
      ordata  <= rdata;
    end
  end
endmodule
```
==> flow_summary.toml <==
# physical design summary
[run_status]
status = "finished, final reports clean"

[sta]
setup-tns-final_ns = 0
hold_viol = 0
finalSetupViolCount = 0
skew_ns = 0.09044
finalClockPeriodUsage_pct = 36.21
drv_slew = 0
final.min_clock_period_ns = 14.84
relSlewSlack_pct = 21.24
fmax_mhz = 67.37
rsz0062_at_grt = "no"
worst_pin_slew_ns = 1.181

[global_route]
grt_pass1_wl_mm = 1272
grt_overflow_total = 0
grt_pass1_vias = 164500
antenna_found_initial = 75
track_usage_pct = 25.22
grt_max_degree = 130

[clock_network]
cts.path.max_buffers = 4
clockRootBuffer = "clkbuf_16"
clk_pin_slew_worst_paths_ns = 0.06
tritoncts = "built"
cts_max_level = 6
post_cts_resized = 0
postCtsSetupBuffers = 0
cts_hold_buf = 0
clkLatencyLatePin_ns = 1.20
clock-sinks = 8256
cts_buffers = 781

[drt]
vias = 153100
firstDrtPassIters = 8
via_per_inst = 5.810
wire_per_inst_um = 34.66
antenna_left = 0
drt-initial-drc-count = 10160
drc_errors = 0
drt-total-wl_mm = 913.5

[placed_design]
dpl.hpwl_mm = 536.9
dpl.cell_count = 24870
place_congestion = 0.9319
portBuffers = 82

[synthesis]
yosys_warnings = 1
syn_inst = 14350
top_cell_area_share_pct = 78.24
ys_cells = 14350
yosys_most_used_dff = "edfxtp_1"
yosys_area_mm2 = 0.3169
ys_seq_share_pct = 78.24
yosysTopAreaCell = "edfxtp_1"
synth-seq-cells = 8256
syn_area_per_cell_um2 = 22.08
ys_top_cells_by_count = "edfxtp_1 (8256), mux4_2 (1576), mux2i_1 (1235)"
yosysUniqueCellTypes = 60
area_leaders = "edfxtp_1 (78%), mux4_2 (11%), mux2i_1 (3.9%)"
synth_area_mm2 = 0.3169
ys_async_sr_fraction_pct = 0
synth_top_cell_by_count = "edfxtp_1"
edf_count = 8256

[power]
power_leakage_nw = 112.2
power_density_mw_per_mm2 = 47.70
irDropWorstVdd_mv = 0.03605
swShare_pct = 21.44
power_frac_comb_pct = 4.9
p_int_w = 0.01346
p_seq_share_pct = 54.4
p_switching_w = 0.003673
power_w = 0.01713
clock_power_share_pct = 40.7

[worst_setup_path]
cp_max_fo = 69
required_ns = 41.85
startpoint = "iraddr[0]"
crit-reg2reg-launch = "ram[112][8]"
crit_type = "input port to register"
crit_path_end_kind = "register"
timing.rr.end = "rdata[8]"
setup.worst_path.end = "rdata[25]"
rr_worst_depth = 6
crit_arrival_ns = 15.69
r2r_setup_slack_ns = 37.08
crit_path_start_kind = "input port"

[finish]
drive_gt1_share_pct = 24.56
final_cells = 26360
area_growth_pct = 13.34

[floorplan]
die-area_mm2 = 0.7957
fp_util_pct = 40.17
die_y_um = 892.0
core_mm2 = 0.7889
num_rows = 326
die_w_um = 892.0
num_io_pins = 84

[job]
warnings = 57
maxCapViolations = 0

[worst_hold_path]
hold_class = "register to register"
[stage by stage]
| stage | util [%] | hold WS [ns] | area [um^2] | setup slack, ns |
|---|---|---|---|---|
| after global placement | 42.41 | 0.4064 | 334600 | 24.82 |
| after global routing | 45.51 | 0.4273 | 359000 | 25.48 |
| after detailed placement | 42.41 | 0.4056 | 334600 | 24.80 |
| final | 45.52 | 0.4167 | 359100 | 26.16 |
| after CTS | 45.50 | 0.4182 | 358900 | 26.06 |
| after floorplan | - | 0.4003 | 316900 | 29.93 |
[how the worst min path moves through the flow]
stage,from,end,cells after the start
final,rdata[26],ordata[26],0
after global routing,rdata[26],ordata[26],0
after CTS,rdata[26],ordata[26],0
[per-layer routing]
layer	track usage [%]	share of wire, %	up-vias
met5	1.741	0.29	-
met4	9.757	5.2	76
li1	-	-	62950
met3	23.69	21	1651
met2	34.49	44	11110
met1	27.22	29	77340
[registers in the layout, indices dropped and copies added (netlist names)]
signal	flops
ram	8192
ordata	32
rdata	32
[cell type report]
| type | instances | area [um^2] |
|---|---|---|
| Fill cell | 64300 | 429700 |
| Sequential cell | 8256 | 247900 |
| Multi-Input combinational cell | 5194 | 65920 |
| Clock buffer | 993 | 20640 |
| Tap cell | 10500 | 13130 |
| Timing Repair Buffer | 893 | 7465 |
| Clock inverter | 425 | 3741 |
| Antenna cell | 67 | 167.7 |
| Inverter | 32 | 132.6 |
[layout by cell type, fill, tap and decap left out, drive strengths merged, types with 65 or more instances in the layout]
| cell type | count |
|---|---|
| a211oi | 69 |
| a21oi | 266 |
| o21ai | 65 |
| clkinv | 342 |
| nor3 | 211 |
| a22oi | 102 |
| edfxtp | 8256 |
| mux2i | 1235 |
| o22ai | 171 |
| diode | 67 |
| a221oi | 72 |
| clkbuf | 993 |
| nand2 | 78 |
| mux4 | 1576 |
| nand4 | 81 |
| o221ai | 398 |
| a2111oi | 68 |
| nor2 | 340 |
| buf | 850 |
| mux2 | 94 |
[power by group through the flow]
stage / sequential, W / clock, W / combinational [W]
after CTS: 0.00932 / 0.00707 / 0.000839
after global routing: 0.00931 / 0.00737 / 0.000885
final: 0.00932 / 0.00697 / 0.000837
[cells by family after synthesis]
kind of cell           Yosys count  synth area share [%]
and+or+nand+nor                927                 1.432
DFF                           8256                 78.24
buffers and inverters          900                 1.721
AOI/OAI and AO/OA             1362                 3.168
muxes                         2905                 15.44
[worst max-delay path, cell delays in order]
cell	delay, ns
buf_16	0.36
buf_4	0.62
buf_12	0.53
buf_4	0.63
buf_4	0.69
buf_4	0.59
buf_4	0.64
buf_4	0.58
mux4_2	0.58
mux4_2	0.46
inv_1	0.15
a221oi_1	0.17
a2111oi_2	0.88
a211oi_1	0.28
