**design/flow/constraint.sdc**
```tcl
current_design codec_map_dec_input_ram

set clk_period 122.6
set clk_io_pct 0.2

create_clock -name clk0 -period $clk_period [get_ports {irclk}]
create_clock -name clk1 -period $clk_period [get_ports {iwclk}]

set non_clock_inputs [all_inputs -no_clocks]
set_input_delay [expr $clk_period * $clk_io_pct] -clock clk0 $non_clock_inputs
set_output_delay [expr $clk_period * $clk_io_pct] -clock clk0 [all_outputs]
```
**design/flow/run.sh**
```bash
#!/bin/bash
# OpenROAD 26Q1-2900-gdf79404cd8, Yosys 0.63+post, stock flow scripts
make -C /OpenROAD-flow-scripts/flow DESIGN_CONFIG=/design/flow/config.mk WORK_HOME=/design/flow/orfs finish
```
**design/flow/design.v**
```verilog
module codec_map_dec_input_ram
#(
  parameter int pDATA_W = 32 ,
  parameter int pADDR_W =  8 ,
  parameter bit pAPIPE  =  0 ,   
  parameter bit pDPIPE  =  0     
)
(
  ireset   ,
  iwclk    ,
  iwclkena ,
  iwrite   ,
  iwaddr   ,
  iwdata   ,
  irclk    ,
  irclkena ,
  iread    ,
  iraddr0  ,
  ordata0  ,
  iraddr1  ,
  ordata1
);
  input  logic                 ireset   ;
  input  logic                 iwclk    ;
  input  logic                 iwclkena ;
  input  logic                 iwrite   ;
  input  logic [pADDR_W-1 : 0] iwaddr   ;
  input  logic [pDATA_W-1 : 0] iwdata   ;
  input  logic                 irclk    ;
  input  logic                 irclkena ;
  input  logic                 iread    ;
  input  logic [pADDR_W-1 : 0] iraddr0  ;
  output logic [pDATA_W-1 : 0] ordata0  ;
  input  logic [pADDR_W-1 : 0] iraddr1  ;
  output logic [pDATA_W-1 : 0] ordata1  ;
  localparam int cADDR_W  = pADDR_W - 1;
  logic [pDATA_W-1 : 0] ram0 [0 : 2**cADDR_W-1]  ;
  logic [pDATA_W-1 : 0] ram1 [0 : 2**cADDR_W-1]  ;
  logic [cADDR_W-1 : 0] waddr;
  logic                 rsel;
  logic [cADDR_W-1 : 0] raddr0;
  logic [cADDR_W-1 : 0] raddr1;
  logic [pDATA_W-1 : 0] rdata0;
  logic [pDATA_W-1 : 0] rdata1;
  wire wsel   = iwaddr[0];
  wire write0 = iwrite &  wsel;
  wire write1 = iwrite & !wsel;
  assign waddr = iwaddr[pADDR_W-1 : 1];
  always_ff @(posedge iwclk) begin
    if (iwclkena) begin
      if (write0) begin
        ram0[waddr] <= iwdata;
      end
      if (write1) begin
        ram1[waddr] <= iwdata;
      end
    end
  end
  generate
    if (pAPIPE) begin
      always_ff @(posedge irclk) begin
        if (irclkena) begin
          rsel   <= iraddr0[0];
          raddr0 <= iraddr0[0] ? iraddr0[pADDR_W-1 : 1] : iraddr1[pADDR_W-1 : 1];
          raddr1 <= iraddr0[0] ? iraddr1[pADDR_W-1 : 1] : iraddr0[pADDR_W-1 : 1];
        end
      end
    end
    else begin
      assign rsel   = iraddr0[0];
      assign raddr0 = iraddr0[0] ? iraddr0[pADDR_W-1 : 1] : iraddr1[pADDR_W-1 : 1];
      assign raddr1 = iraddr0[0] ? iraddr1[pADDR_W-1 : 1] : iraddr0[pADDR_W-1 : 1];
    end
  endgenerate
  logic rsel_out;
  always_ff @(posedge irclk) begin
    if (irclkena) begin
      rsel_out  <= rsel;
      rdata0    <= ram0[raddr0];
      rdata1    <= ram1[raddr1];
    end
  end
  generate
    if (pDPIPE) begin
      always_ff @(posedge irclk) begin
        if (irclkena) begin
          ordata0 <= rsel_out ? rdata0 : rdata1;
          ordata1 <= rsel_out ? rdata1 : rdata0;
        end
      end
    end
    else begin
      assign ordata0 = rsel_out ? rdata0 : rdata1;
      assign ordata1 = rsel_out ? rdata1 : rdata0;
    end
  endgenerate
endmodule
```
**design/flow/config.mk**
```make
export PLATFORM = sky130hd
export DESIGN_NAME = codec_map_dec_input_ram
export DESIGN_NICKNAME = codec_map_dec_input_ram
export VERILOG_FILES = /design/flow/design.v
export SDC_FILE = /design/flow/constraint.sdc
export NUM_CORES = 4
export LEC_CHECK = 1
export CORE_UTILIZATION = 30
export SYNTH_MEMORY_MAX_BITS = 65536
```
==> results.txt <==
run results: status=completed, first-pass GRT wire length=1,480,000 um, Slew Viols, Final=0, Resized cells post-CTS=0, Finished Cell Area=0.375 sq mm, width of the die=1040 um, Post-synth mux share=7.03%, Post-synth EDFFs=8,257, Finished Layout Cells=37,100, chip height=1040 um, crit path DAT=32,750 ps, Post-CTS Setup Bufs=0, final-report setup violation count=0, Post-synth ARST share=0%, reg2reg setup slack=118,380 ps, Netlist Area Pre-Place=0.325 sq mm, initial antenna violation count=83, Top FF cell, synth=edfxtp_1, Via density=5.21, # DRC=0, TNS Setup=0 ps, Top non-seq family=simple AND/OR/NAND/NOR gates, First-pass DRT Iterations=10, DRT antenna net count=0, RSZ-0062 raised after global routing=no, synthesis area per yosys=0.325 sq mm, simple-gate portion of the synthesized area=8.74%, via count=193,000, Worst setup SP type=input pin, Yosys warnings=1, worst slew pin tran=1240 ps, Cells after DPL=35,500, placed inst area=0.349 sq mm, most frequent cells in the layout=8,257 x edfxtp_1, 4,064 x nand2_1, 1,782 x mux2i_1, adder share=0%, core area=1.08 sq mm, maxcap violations=0, Synth Area per Inst=15.3 sq um, Yosys cell types=67, CTS tree=yes, Slew Limit Headroom=16.6%, vias in the first global route=201,000, Yosys Instances=21,300, clock-pin transition on the worst setup and hold timing paths=210 ps, Area growth syn-to-layout=15.3%, PD cells=16.2 mW/mm^2, Flops after synth=8,257, Initial Utilization=30.1%, gr ovfl total=0, Worst Path Required=122,700 ps, Fin. Hold Viols=0, 1st-iter DRT viols=13,300, worst hold slack=1690 ps, sequential share of the synthesized area=76.2%, CP max FO=45, dominant logic cell type in the layout=edfxtp_1, Die ar.=1.09 sq mm, GPL Wtd Cong=0.917, Total GRT Usage=20.4%, hold-fix buffers at CTS=0, ao+oa area frac=5.87%, Syn Inst Count=21,300, pin count of the biggest net entering global routing=117, final wirelength=1,060,000 um, layout cells sized above 1=12.6%, VDD IR-drop max=0.0189 mV, Final Power=0.00608 W, Synth Area in XOR/XNOR=0%, DP Wirelength=623,000 um, Setup CP Type=input pin to register, CP Capture Type=register, row count=382, Log Warnings=35, wire per inst=28.5 um, Top Ports=127, LEAKAGE=123 nW, PortBufs=122, min-delay worst type=register to register, CTS Sinks=8,257
kinds of logic (layout without fill, tap and decap cells):
kind of cell	count (synthesis)	count (layout)
multiplexers	2044	2044
AND/OR/NAND/NOR	6713	6713
buffers and inverters	1381	2712
AND-OR/OR-AND	2877	2877
flip-flops	8257	8257
other	0	137
report_power, final:
group | switching (W) | leakage [nW] | total [W] | internal, W
Clock | 0.00110 | 12.6 | 0.00246 | 0.00136
Combinational | 0.000368 | 36.0 | 0.000501 | 0.000134
Sequential | 0.00000493 | 74.2 | 0.00312 | 0.00311
Total | 0.00147 | 123 | 0.00608 | 0.00461
worst max-delay path: stages:
cell             delay (ps)
clkdlybuf4s50_1         860
mux2_8                  510
buf_4                   640
buf_4                   680
buf_4                   700
buf_4                   640
buf_4                   600
buf_4                   570
buf_4                   620
mux2i_1                 180
o221ai_1                300
a21oi_1                  90
o21ai_0                 490
nand3_1                 190
nor4_1                  870
path summary, 6_finish.rpt:
kind / start / endpoint / cells past startpoint
max: iraddr0[1] / rdata1[18]$_DFFE_PP_ / 15
min: ram0[50][13]$_DFFE_PP_ / rdata0[13]$_DFFE_PP_ / 5
max reg2reg: ram1[15][31]$_DFFE_PP_ / rdata1[31]$_DFFE_PP_ / 6
min reg2reg: ram0[50][13]$_DFFE_PP_ / rdata0[13]$_DFFE_PP_ / 5
max in group clk1: iwaddr[3] / ram1[36][22]$_DFFE_PP_ / 6
min in group clk1: iwdata[25] / ram1[45][25]$_DFFE_PP_ / 1
per-stage QoR:
stage	worst slack (ps)	utilization, %
after floorplan	95390	-
after global placement	89730	32.3
after detailed placement	89690	32.3
after CTS	90130	34.7
after global routing	89580	34.7
final	89960	34.7
layout make-up:
class                      instances  area, sq um
antenna                          137          343
clock buffer                    1031        21500
clock inverter                   472         4450
fill                           99900       706000
inverter                           4         15.0
multi-input combinational      11600        73200
sequential                      8257       248000
tap                            14400        18000
timing repair buffer            1205         9780
metal layers:
layer	part of all wire, %	up-vias	track usage [%]
met5	0.31	-	2.84
met4	6.0	95	9.74
met2	43	13700	28.6
li1	-	83700	-
met3	21	2340	19.5
met1	29	93700	19.5
state kept, by name (all words and copies together), names as in the netlist:
| signal | count |
|---|---|
| rdata0 | 32 |
| rsel_out | 1 |
| ram1 | 4096 |
| rdata1 | 32 |
| ram0 | 4096 |
Yosys cell counts (106+ instances only):
| library cell | number | share of area, % |
|---|---|---|
| a211oi_1 | 204 | 0.47 |
| a31oi_1 | 114 | 0.22 |
| buf_4 | 124 | 0.29 |
| buf_1 | 212 | 0.24 |
| buf_6 | 106 | 0.37 |
| buf_2 | 356 | 0.55 |
| nor3_1 | 249 | 0.38 |
| mux4_2 | 176 | 1.2 |
| nor4_1 | 116 | 0.22 |
| clkbuf_1 | 566 | 0.65 |
| edfxtp_1 | 8257 | 76 |
| nand3_1 | 1781 | 2.7 |
| o221ai_1 | 766 | 2.1 |
| nand2_1 | 4085 | 4.7 |
| mux2i_1 | 1789 | 5.5 |
| o22ai_1 | 190 | 0.37 |
| o21ai_0 | 243 | 0.37 |
| a21oi_1 | 1088 | 1.7 |
| nor2_1 | 343 | 0.40 |
Power and IR drop assume default switching activity.
